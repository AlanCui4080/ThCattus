## /design/flow/config.mk

```make
export PLATFORM = sky130hd
export DESIGN_NAME = thcattus_uart_rx
export DESIGN_NICKNAME = thcattus_uart_rx
export VERILOG_FILES = /design/flow/design.v
export SDC_FILE = /design/flow/constraint.sdc
export NUM_CORES = 4
export LEC_CHECK = 1
export CORE_UTILIZATION = 40
```

## /design/flow/constraint.sdc

```tcl
current_design thcattus_uart_rx

set clk_period 4.2
set clk_io_pct 0.2

create_clock -name clk0 -period $clk_period [get_ports {axis_aclk}]

set non_clock_inputs [all_inputs -no_clocks]
set_input_delay [expr $clk_period * $clk_io_pct] -clock clk0 $non_clock_inputs
set_output_delay [expr $clk_period * $clk_io_pct] -clock clk0 [all_outputs]
```

## /design/flow/design.v

```verilog
module thcattus_uart_rx #(
	parameter DATA_WIDTH = 4,			 
	parameter CLOCK_FREQ = 50_000_000, 	 
	parameter BAUD_RATE  = 115200 		 
)(
	input 	axis_aclk,
	input 	axis_arestn,
	output  	axis_tvalid,
	input 	axis_tready,
	output 	[DATA_WIDTH*8-1:0] 	axis_tdata,
	input   uart_rx
);
localparam CYCLE_PER_BAUD 		= CLOCK_FREQ / BAUD_RATE;
localparam CYCLE_PER_BAUD_DIV2 	= CYCLE_PER_BAUD / 2;
wire uart_finished;
wire uart_invalid_start;
reg [DATA_WIDTH*8-1:0] 	axis_tdata_r;
reg axis_tvalid_r;
reg [7:0] byte_counter;
localparam STATUS_RESET        = 8'd0;
localparam STATUS_IDLE  	   = 8'd1;
localparam STATUS_UART_START   = 8'd2;
localparam STATUS_UART_END     = 8'd3;
localparam STATUS_AXIS_WAIT	   = 8'd4;
reg [7:0] status_current;
reg [7:0] status_next;
always @(posedge axis_aclk or negedge axis_arestn) begin
	if (!axis_arestn) begin
		status_current <= STATUS_RESET;
	end else begin
		status_current <= status_next;
	end
end
always @(*) begin
	case (status_current)
		STATUS_RESET: begin
			status_next = STATUS_IDLE;
		end
		STATUS_IDLE: begin
			if (~uart_rx) begin
				status_next = STATUS_UART_START;
			end else begin
				status_next = status_current;
			end
		end
		STATUS_UART_START: begin
			if (uart_finished) begin
				status_next = STATUS_UART_END;
			end else if (uart_invalid_start) begin
				status_next = STATUS_IDLE;
			end else begin
				status_next = status_current;
			end
		end
		STATUS_UART_END: begin
			if (byte_counter < DATA_WIDTH-1) begin
				status_next = STATUS_IDLE;
			end else begin
				status_next = STATUS_AXIS_WAIT;
			end
		end
		STATUS_AXIS_WAIT: begin
			if (axis_tready) begin
				status_next = STATUS_IDLE;
			end else begin
				status_next = status_current;
			end
		end
        default: begin
            status_next = STATUS_RESET;
        end
	endcase
end
reg latched_start_bit;
reg latched_stop_bit;
reg [7:0]  latched_axis_tdata [0:DATA_WIDTH-1];
reg [31:0] baudrate_counter;
integer i;
always @(posedge axis_aclk) begin
	case (status_current)
        STATUS_RESET: begin
            byte_counter 	  <= 8'b0;
        end
		STATUS_IDLE: begin
			baudrate_counter  <= 32'b0;
			axis_tvalid_r	  <= 1'b0;
		end
		STATUS_UART_START: begin
			baudrate_counter <= baudrate_counter + 32'b1;
			case(1'b1)
				(baudrate_counter == CYCLE_PER_BAUD_DIV2*1): 	 latched_start_bit <= uart_rx;
				(baudrate_counter == CYCLE_PER_BAUD_DIV2*3): 	 latched_axis_tdata[byte_counter][0] <= uart_rx;
				(baudrate_counter == CYCLE_PER_BAUD_DIV2*5): 	 latched_axis_tdata[byte_counter][1] <= uart_rx;
				(baudrate_counter == CYCLE_PER_BAUD_DIV2*7): 	 latched_axis_tdata[byte_counter][2] <= uart_rx;
				(baudrate_counter == CYCLE_PER_BAUD_DIV2*9): 	 latched_axis_tdata[byte_counter][3] <= uart_rx;
				(baudrate_counter == CYCLE_PER_BAUD_DIV2*11):    latched_axis_tdata[byte_counter][4] <= uart_rx;
				(baudrate_counter == CYCLE_PER_BAUD_DIV2*13):    latched_axis_tdata[byte_counter][5] <= uart_rx;
				(baudrate_counter == CYCLE_PER_BAUD_DIV2*15):    latched_axis_tdata[byte_counter][6] <= uart_rx;
				(baudrate_counter == CYCLE_PER_BAUD_DIV2*17):    latched_axis_tdata[byte_counter][7] <= uart_rx;
				(baudrate_counter == CYCLE_PER_BAUD_DIV2*19):    latched_stop_bit <= uart_rx;
                default: latched_stop_bit <= uart_rx;
			endcase
		end
		STATUS_UART_END: begin
			baudrate_counter <= 32'b0;
			byte_counter     <= byte_counter + 8'b1;
		end
		STATUS_AXIS_WAIT: begin
			for (i=0; i<DATA_WIDTH; i=i+1) begin: generate_tdata
				axis_tdata_r[i*8+:8] <= latched_axis_tdata[i];
			end
            axis_tvalid_r 	  <= 1'b1;
            byte_counter 	  <= 8'b0;
		end
	endcase
end
assign uart_invalid_start = ((baudrate_counter > CYCLE_PER_BAUD) && (latched_start_bit));
assign uart_finished = (baudrate_counter > CYCLE_PER_BAUD_DIV2*19);
assign axis_tvalid = axis_tvalid_r;
assign axis_tdata = axis_tdata_r;
endmodule
```

## /design/flow/run.sh

```bash
#!/bin/bash
# OpenROAD 26Q1-2900-gdf79404cd8, Yosys 0.63+post, stock flow scripts
make -C /OpenROAD-flow-scripts/flow DESIGN_CONFIG=/design/flow/config.mk WORK_HOME=/design/flow/orfs finish
```

==> reports/metrics.json <==
{
  "cts_made_buffers": 9,
  "wirelength_um": 8450,
  "synth-main-ff-cell": "edfxtp_1",
  "core_region_area_mm2": 0.0121,
  "antenna_violating_nets_post_route": 0,
  "timing.critical_path.slowest_cell_delay_ns": 0.48,
  "finalCritPeriodShare_pct": 55.8,
  "die_x_um": 114,
  "via_count": 2952,
  "power.density_cell_area_mw_per_mm2": 576,
  "max_slew_margin_pct": 54.4,
  "syn-instance-count": 381,
  "synth_seq_share_pct": 66.4,
  "max-clock-path-buffers": 2,
  "timing.critical_path.cells": "nor4_1 -> nand3_1 -> nor4_1 -> nand3_1 -> nor2_1",
  "synth.avg_cell_area_um2": 13.1,
  "endpoint_kind": "flip-flop",
  "clock_tree_from_tritoncts": "built",
  "yosysChipArea_mm2": 0.00499,
  "post_cts_hold_buffer_count": 0,
  "grt.total_usage_pct": 15.2,
  "drive_gt1_share_pct": 7.80,
  "cts.htree.levels": 3,
  "log.warning_count": 30,
  "gp_routability_congestion": 0.863,
  "area_leaders": "edfxtp_1 64%, xor2_1 4.7%, nor2_1 4.4%",
  "dpl.hpwl_um": 5580,
  "timing.hold.worst.class": "reg2reg",
  "slew_at_the_pin_closest_to_its_max_slew_limit_ns": 0.679,
  "io_buffers": 36,
  "max_cap_viol_count": 0,
  "cts_sinks": 111,
  "drv_slew": 0,
  "setup_total_negative_slack_ns": 0,
  "number_of_top_level_pins": 37,
  "skew_ns": 0.00717,
  "cts-resized-gates": 0,
  "critical_path.startpoint_type": "flip-flop",
  "fin_hold_ws_ns": 0.418,
  "via_per_inst": 4.99,
  "timing.critical_path.slowest_stage_cell": "nor4_1",
  "outcome": "finished, final reports clean",
  "worst-path-max-fanout": 4,
  "async_flop_share_pct": 4.50,
  "max_ir_drop_vdd_mv": 0.215,
  "rsz0062_at_grt": "false",
  "ys_cells": 381,
  "grt_start_max_net_pins": 36,
  "fp-row-count": 40,
  "worst_ep_arrival_time_ns": 2.40,
  "yosys.cell_types.count": 45,
  "warning_count_from_the_yosys_run": 1,
  "flow.area_growth_from_synthesis_pct": 16.4,
  "clk_transition_reported_paths_ns": 0.07,
  "effective_utilization_at_floorplan_pct": 41.3,
  "avgRoutedWirePerCell_um": 14.3,
  "first_global_vias": 2928,
  "final-setup-viol-count": 0,
  "hold_viol": 0,
  "die_height_um": 114,
  "finalWorstPathRequiredPeriod_ns": 2.34,
  "antenna_found_initial": 0,
  "drt_iter0_markers": 222,
  "post-cts-setup-buffers": 0,
  "detail_route.first_pass.iterations": 4,
  "share_of_the_synthesized_area_in_the_top_cell_type_pct": 63.8,
  "chipArea_mm2": 0.0129,
  "num_antenna_cells": 0,
  "worst_ep_required_time_ns": 4.25,
  "postSynthRegisterBits": 111,
  "synth-edff-count": 106,
  "p_leak_nw": 1.97,
  "grt-ovfl-total": 0,
  "clockRootBuffer": "clkbuf_16",
  "critical_path_class": "reg2reg",
  "clkLatencyLatePin_ns": 0.35,
  "wire_length_of_the_first_global_routing_pass_um": 14700,
  "synth_area_mm2": 0.00499,
  "fmax_ghz": 0.426,
  "synth_top_cell_by_area": "edfxtp_1",
  "drt_drc_violations_left": 0
}
==> Yosys cell counts (2+ instances only) <==
| master | instances |
|---|---|
| buf_4 | 2 |
| xnor2_1 | 7 |
| xor2_1 | 27 |
| dfrtp_1 | 4 |
| clkbuf_1 | 5 |
| nand4_1 | 12 |
| inv_1 | 10 |
| o21ai_0 | 3 |
| and4_1 | 8 |
| or3_1 | 4 |
| nor4_1 | 9 |
| nand2_1 | 23 |
| nor4_2 | 2 |
| a221o_1 | 2 |
| buf_2 | 6 |
| edfxtp_1 | 106 |
| and3_1 | 11 |
| ha_1 | 7 |
| nor2_1 | 58 |
| a21oi_1 | 2 |
| nor4_4 | 4 |
| nor3_1 | 11 |
| nand3_1 | 24 |
| and2_1 | 13 |
==> worst max-delay path: cells and delay by family, from the launching register on <==
family        cells  cell delay (ns)
flops             1             0.43
simple gates      5             1.61
==> state kept, by name, indices dropped and copies added (netlist names) <==
signal / cells
axis_tdata: 31
axis_tdata_r: 1
axis_tvalid_r: 1
baudrate_counter: 32
byte_counter: 8
latched_axis_tdata: 32
latched_start_bit: 1
status_current: 5
==> routing by layer <==
metal	track usage (%)	part of all wire [%]	vias up	wire (um)
li1	-	-	1475	-
met1	25.9	50	1394	4200
met2	22.4	44	73	3750
met3	3.09	4.2	10	353
met4	2.28	1.8	0	153
met5	0	0	-	0
==> where the power goes <==
part | switching, mW | internal, mW | total, mW
Combinational | 0.403 | 0.356 | 0.759
Sequential | 0.240 | 1.51 | 1.75
Clock | 0.368 | 0.465 | 0.833
==> placed cells by master (no fill, tap or decap), types with 8 or more instances in the layout <==
master           synthesis  layout
nor3_1                  11      11
nor2_1                  58      58
nand4_1                 12      12
nor4_1                   9       9
inv_1                   10      10
clkbuf_16                0       9
and3_1                  11      11
clkdlybuf4s50_1          0      36
and2_1                  13      13
xor2_1                  27      27
nand2_1                 23      23
nand3_1                 24      24
edfxtp_1               106     106
and4_1                   8       8
==> area by class of cell <==
cell class	instances	area, um^2
fill	1022	6260
sequential	111	3310
multi-input combinational	245	1560
timing repair buffer	41	398
clock buffer	11	233
tap	168	210
clock inverter	5	57.6
inverter	10	37.5
==> per-stage QoR <==
stage	area [um^2]	instances	utilization (%)	total power [mW]	worst slack, ns
global placement	5520	575	45.7	2.53	1.91
global route	5810	591	48.1	3.55	1.66
detailed placement	5520	575	45.7	2.54	1.91
floorplan	4990	381	-	2.19	2.27
CTS	5810	591	48.1	3.38	1.88
finish	5810	591	48.1	3.35	1.86
==> cells by family (layout without fill, tap and decap cells) <==
logic type	after synthesis	in the layout	share of synthesized area [%]
fa+ha+maj	7	7	1.76
xor+xnor	34	34	5.97
simple gates	189	189	21.4
other cells	1	1	0.0752
compound gates	14	14	2.08
buf+inv	25	67	2.33
flops	111	111	66.4
==> path summary, 6_finish.rpt <==
check / from / end / slack (ns) / cells past startpoint
setup / recovery: baudrate_counter[27]$_SDFFCE_PP0P_ / latched_axis_tdata[0][2]$_DFFE_PP_ / 1.86 / 5
hold / removal: latched_axis_tdata[3][4]$_DFFE_PP_ / axis_tdata[28]$_DFFE_PP_ / 0.42 / 0
setup reg to reg: baudrate_counter[27]$_SDFFCE_PP0P_ / latched_axis_tdata[0][2]$_DFFE_PP_ / 1.86 / 5
hold reg to reg: latched_axis_tdata[3][4]$_DFFE_PP_ / axis_tdata[28]$_DFFE_PP_ / 0.42 / 0
max in group asynchronous: axis_arestn / status_current[0]$_DFF_PN1_ / 3.20 / 1
min in group asynchronous: axis_arestn / status_current[1]$_DFF_PN0_ / 0.72 / 1
Power is estimated from default activity; no workload was simulated.
