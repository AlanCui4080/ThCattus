`./run.sh`:
```
#!/bin/bash
# OpenROAD 26Q1-2900-gdf79404cd8, Yosys 0.63+post, stock flow scripts
make -C /OpenROAD-flow-scripts/flow DESIGN_CONFIG=/design/flow/config.mk WORK_HOME=/design/flow/orfs finish
```
`./config.mk`:
```
export PLATFORM = sky130hd
export DESIGN_NAME = thcattus_uart_tx
export DESIGN_NICKNAME = thcattus_uart_tx
export VERILOG_FILES = /design/flow/design.v
export SDC_FILE = /design/flow/constraint.sdc
export NUM_CORES = 4
export LEC_CHECK = 1
export CORE_UTILIZATION = 40
```
`./design.v`:
```
module thcattus_uart_tx #(
	parameter DATA_WIDTH = 4,				 
	parameter CLOCK_FREQ = 50_000_000, 	 
	parameter BAUD_RATE  = 115200,		 
	parameter IDLE_BIT   = 3  
)(
	input 	axis_aclk,
	input 	axis_arestn,
	input  	axis_tvalid,
	output 	axis_tready,
	input 	[DATA_WIDTH*8-1:0] 	axis_tdata,
	output   uart_tx
);
localparam CYCLE_PER_BAUD = CLOCK_FREQ / BAUD_RATE;
wire uart_finished;
reg [7:0] byte_counter;
reg uart_tx_r;
localparam STATUS_RESET 			= 8'd0;
localparam STATUS_IDLE  			= 8'd1;
localparam STATUS_AXIS_LATCH     = 8'd2;
localparam STATUS_UART_START     = 8'd3;
localparam STATUS_UART_END       = 8'd4;
reg [7:0] status_current;
reg [7:0] status_next;
always @(posedge axis_aclk or negedge axis_arestn) begin
	if (!axis_arestn) begin
		status_current <= STATUS_RESET;
	end else begin
		status_current <= status_next;
	end
end
always @(*) begin
	case (status_current)
		STATUS_RESET: begin
			status_next = STATUS_IDLE;
		end
		STATUS_IDLE: begin
			if (axis_tvalid) begin
				status_next = STATUS_AXIS_LATCH;
			end else begin
				status_next = status_current;
			end
		end
		STATUS_AXIS_LATCH: begin
			status_next = STATUS_UART_START;
		end
		STATUS_UART_START: begin
			if (uart_finished) begin
				status_next = STATUS_UART_END;
			end else begin
				status_next = status_current;
			end
		end
		STATUS_UART_END: begin
			if (byte_counter < DATA_WIDTH-1) begin
				status_next = STATUS_UART_START;
			end else begin
				status_next = STATUS_IDLE;
			end
		end
	endcase
end
reg [7:0] 	latched_axis_tdata [0:DATA_WIDTH-1];
reg [31:0]	baudrate_counter;
always @(posedge axis_aclk) begin
	case (status_current)
		STATUS_IDLE: begin
			baudrate_counter <= 32'b0;
			byte_counter     <= 8'b0;
		end
		STATUS_AXIS_LATCH: begin
			integer i;
			for (i=0; i<DATA_WIDTH; i=i+1) begin
				latched_axis_tdata[i] <= axis_tdata[i*8+:8];
			end
		end
		STATUS_UART_START: begin
			baudrate_counter <= baudrate_counter + 32'b1;
			case(1'b1)
				(baudrate_counter < CYCLE_PER_BAUD*1): uart_tx_r <= 1'b0;
				(baudrate_counter < CYCLE_PER_BAUD*2): uart_tx_r <= latched_axis_tdata[byte_counter][0];
				(baudrate_counter < CYCLE_PER_BAUD*3): uart_tx_r <= latched_axis_tdata[byte_counter][1];
				(baudrate_counter < CYCLE_PER_BAUD*4): uart_tx_r <= latched_axis_tdata[byte_counter][2];
				(baudrate_counter < CYCLE_PER_BAUD*5): uart_tx_r <= latched_axis_tdata[byte_counter][3];
				(baudrate_counter < CYCLE_PER_BAUD*6): uart_tx_r <= latched_axis_tdata[byte_counter][4];
				(baudrate_counter < CYCLE_PER_BAUD*7): uart_tx_r <= latched_axis_tdata[byte_counter][5];
				(baudrate_counter < CYCLE_PER_BAUD*8): uart_tx_r <= latched_axis_tdata[byte_counter][6];
				(baudrate_counter < CYCLE_PER_BAUD*9): uart_tx_r <= latched_axis_tdata[byte_counter][7];
				(baudrate_counter < CYCLE_PER_BAUD*10): uart_tx_r <= 1'b1;
				default: uart_tx_r = 1'b1;
			endcase
		end
		STATUS_UART_END: begin
			baudrate_counter <= 32'b0;
			byte_counter     <= byte_counter + 8'b1;
		end
	endcase
end
assign uart_finished = (baudrate_counter > CYCLE_PER_BAUD*(10+IDLE_BIT));
assign axis_tready = (status_current == STATUS_IDLE);
assign uart_tx = uart_tx_r;
endmodule
```
`./constraint.sdc`:
```
current_design thcattus_uart_tx

set clk_period 4.6
set clk_io_pct 0.2

create_clock -name clk0 -period $clk_period [get_ports {axis_aclk}]

set non_clock_inputs [all_inputs -no_clocks]
set_input_delay [expr $clk_period * $clk_io_pct] -clock clk0 $non_clock_inputs
set_output_delay [expr $clk_period * $clk_io_pct] -clock clk0 [all_outputs]
```
==> ci_impl_report.md <==
### Yosys + OpenROAD results

| Metric | Value |
|---|---|
| Psw | `0.000284 W` |
| Hold-fix buffers, CTS | `0` |
| Via Count | `2,809` |
| Crit path buffers/inverters | `1` |
| Peak supply drop | `0.000156 V` |
| Hold WC Path Type | `flop to flop` |
| Max Cap Viol | `0` |
| Die H | `104 um` |
| Setup repair bufs after CTS | `0` |
| Die span in x | `104 um` |
| Clock Skews | `0.0112 ns` |
| RD Place Congestion | `0.859` |
| Root Driver | `clkbuf_8` |
| Ys Warns | `2` |
| Total core area | `9910 um2` |
| Slowest CP cell | `or4_1` |
| Ports | `37` |
| Vias in the first global route | `2,754` |
| Internal | `0.00109 W` |
| Grt total ovfl | `0` |
| Synth Flop Type | `edfxtp_1` |
| Post-synth EDFFs | `73` |
| P_leak | `1.59 nW` |
| Clock transition at path regs | `0.09 ns` |
| Post-DP HPWL | `5.19 mm` |
| Port Buffers | `36` |
| Crit path arrival time | `2.38 ns` |
| Switching Fraction | `20.7%` |
| Fmax | `0.303 GHz` |
| Drt total wl | `7.65 mm` |
| RSZ-0062 raised after global routing | `false` |
| Setup WS pre-CTS | `1.68 ns` |
| Initial antenna violation count | `0` |
| Flop pwr share | `59.1%` |
| # fillers | `896` |
| Clk buf depth | `2` |
| Worst setup margin | `1.30 ns` |
| Rel. slew slack | `49.2%` |
| Max incr delay on CP | `0.53 ns` |
| Distinct lib cells used | `50` |
| Yosys Instances | `366` |
| CP Capture Type | `primary output` |
| Pre-antenna DRT Iters | `4` |
| Critical path class | `flop to primary output` |
| Final hold violation count | `0` |
| Syn Inst Count | `366` |
| GRT Total Usage | `16.2%` |
| Fp util | `41.7%` |
| Setup_tns | `0 ns` |
| Top cells excl fill/tap | `73 x edfxtp_1, 53 x nor2_1, 36 x clkdlybuf4s50_1, 24 x nand2_1, 20 x xor2_1` |
| Hold Slack | `0.650 ns` |
| Critical path launch point type | `flop` |
| Worst-Skew Late Latency | `0.35 ns` |
| Largest net degree at the start of global routing | `41` |
| Required time of the critical path | `3.68 ns` |
| Ant. Diodes | `0` |
| CTS buffer count | `9` |
| Chip Area | `10,700 um2` |
| Minimum clock period | `3.30 ns` |
| Max-slew violations | `0` |
| TritonCTS clock tree | `built` |
| Status | `finished, final reports clean` |
| Worst-Margin Slew | `0.756 ns` |
| Number of unconstrained endpoints | `11` |
| Area grow syn2layout | `16.3%` |
| # rows | `36` |
| Cell area power density | `286 nW/um2` |
| CTS-repair resized insts | `0` |
| Routed length per instance | `14.2 um` |
| CP Max Fanout | `5` |
| Crit path cell chain | `or4_1 -> nor3_1 -> nand2_1 -> nor2_1 -> clkdlybuf4s50_1` |
| Vias/cell | `5.23` |
| Area of the mapped netlist | `4140 um2` |
| Clock power frac | `37.5%` |
| Synthesized area per cell | `11.3 um2` |
| # DRC | `0` |
| Setup-failing EPs final | `0` |
| Logic pwr share | `3.4%` |
| Post-route ant nets | `0` |
| First-pass GRT wire length | `13.5 mm` |
| Fin crit share | `71.8%` |
| CTS H-tree lvls | `3` |
| PnR Total Power | `0.00137 W` |
| FFs w/ async S/R, synth | `8.99%` |
| Tool warnings | `28` |
| Seq cells post-synth | `89` |
| CP delay by family, top | `simple AND/OR/NAND/NOR gates` |
| Share of cells above drive strength 1 | `5.69%` |
| Initial DRC count | `223` |
| Synthesis area per yosys | `4140 um2` |
| Most used logic cell in the final layout | `edfxtp_1` |
| Register pins left without a clock | `8` |
-- layout make-up --
class                           count  area, um2  share of cell area (%)
Inverter                            9       33.8                   0.702
Sequential cell                    89       2510                    52.2
Timing Repair Buffer               39        383                    7.96
Clock inverter                      6       67.6                    1.40
Clock buffer                       10        128                    2.65
Tap cell                          133        166                    3.46
Multi-Input combinational cell    251       1520                    31.6
-- worst min-delay path, cell delays in order, from the launching register on --
cell and delay [ns]:
edfxtp_1 0.37, xor2_1 0.08, nor2_1 0.09
-- metal layers --
| layer | track usage (%) | wire (um) | vias up |
|---|---|---|---|
| met4 | 1.84 | 87 | 0 |
| met2 | 23.3 | 3410 | 82 |
| met3 | 3.21 | 398 | 9 |
| met5 | 0 | 0 | - |
| met1 | 28.3 | 3750 | 1291 |
| li1 | - | - | 1427 |
-- kinds of logic after synthesis --
kind of cell               after synthesis  share of synthesized area, %
and+or+nand+nor                        155                          18.7
DFF                                     81                          57.9
AOI/OAI and AO/OA                       53                          8.99
xor gates and xnor gates                32                          6.78
buffers and inverters                   30                          2.93
latches                                  8                          2.90
adders and majority gates                5                          1.51
other                                    1                        0.0907
muxes                                    1                         0.272
-- flip-flops by register name, summed over array words and instances (netlist names) --
signal and count:
status_next 8, latched_axis_tdata 32, uart_tx_r 1, baudrate_counter 32, status_current 8, byte_counter 8
-- worst paths after layout --
path	start	to	slack [ns]	cells past startpoint
max	status_current[3]	axis_tready	1.30	5
min	byte_counter[7]	byte_counter[7]	0.65	2
max reg2reg	byte_counter[0]	uart_tx_r	2.06	8
min reg2reg	byte_counter[7]	byte_counter[7]	0.65	2
max in group asynchronous	axis_arestn	status_current[0]	3.52	1
min in group asynchronous	axis_arestn	status_current[7]	0.83	1
-- cells in the mapped netlist (2+ instances only) --
cell	n	area [um2]
a2111oi_0	3	26.3
a21oi_1	11	55.1
a222oi_1	8	80.1
a31oi_1	3	18.8
and2_1	3	18.8
and3_1	4	25.0
and4_1	2	17.5
buf_1	2	7.51
buf_2	7	35.0
clkbuf_1	12	45.0
dfrtp_1	8	200
dlxtn_1	8	120
edfxtp_1	73	2190
ha_1	5	62.6
inv_1	9	33.8
nand2_1	24	90.1
nand2b_1	2	12.5
nand3_1	12	60.1
nand4_1	12	75.1
nor2_1	53	199
nor2b_1	4	25.0
nor3_1	16	80.1
nor4_1	9	56.3
o211ai_1	3	22.5
o21ai_0	10	50.1
o311ai_0	2	17.5
o31ai_1	2	15.0
or3_1	4	25.0
or4_1	4	30.0
xnor2_1	12	105
xor2_1	20	175
-- metrics by stage --
stage               std cells  instance area (um2)  utilization (%)
floorplan                 370                 4150                -
global placement          521                 4620             46.6
detailed placement        521                 4620             46.6
CTS                       537                 4810             48.5
global route              537                 4810             48.5
finish                    537                 4810             48.5
-- power groups by stage --
stage | sequential (W) | combinational, W | clock, W
4_1_cts | 0.000813 | 0.0000468 | 0.000536
5_1_grt | 0.000814 | 0.0000510 | 0.000568
6_report | 0.000813 | 0.0000462 | 0.000516
Power figures rest on the tool's default switching activity, not on a simulated workload.
