[flow/config.mk]
export PLATFORM = sky130hd
export DESIGN_NAME = thcattus_simpleconf_axilite_slave
export DESIGN_NICKNAME = thcattus_simpleconf_axilite_slave
export VERILOG_FILES = /design/flow/design.v
export SDC_FILE = /design/flow/constraint.sdc
export NUM_CORES = 4
export LEC_CHECK = 1
export CORE_UTILIZATION = 50
[flow/design.v]
module thcattus_simpleconf_axilite_slave #(
    parameter REG_WIDTH = 4,
    parameter REG_NUMBER = 16,
    parameter REG_NUMBER_WIDTH = $clog2(REG_NUMBER)
)(
    input   aclk,
    input   aresetn,
    input   [31:0]  awaddr,
    input   [2:0]   awprot,  
    input           awvalid,
    output          awready,
    input   [31:0]  wdata,
    input   [3:0]   wstrb,  
    input           wvalid,
    output          wready,
    output  [1:0]   bresp,
    output          bvalid,
    input           bready,
    input   [31:0]  araddr,
    input   [2:0]   arprot,  
    input           arvalid,
    output          arready,
    output  [31:0]  rdata,
    output  [1:0]   rresp,
    output          rvalid,
    input           rready,
    input   [REG_NUMBER_WIDTH:0] regfile_sel,
    output  [REG_WIDTH*8-1:0]    regfile_data
);
reg [REG_WIDTH*8-1:0] regfile [0:REG_NUMBER-1];
assign regfile_data = regfile[regfile_sel];
reg awready_r;
assign awready = awready_r;
reg [31:0] wtrans_addr;
always @(posedge aclk) begin
    if (!aresetn) begin
        wtrans_addr <= 32'b0;
        awready_r   <= 1;
    end else begin
        if (awvalid == 1 && awready == 1) begin
            wtrans_addr <= awaddr;
            awready_r   <= 0;
        end else if (awready_r == 0) begin
            awready_r   <= 1;
        end
    end
end
reg wready_r;
assign wready = wready_r;
reg [31:0]  wtrans_data;
reg [3:0]   wtrans_strb;
always @(posedge aclk) begin
    if (!aresetn) begin
        wtrans_data <= 32'b0;
        wtrans_strb <= 4'b0;
        wready_r    <= 1;
    end else begin
        if (wvalid == 1 && wready == 1) begin
            wtrans_data <= wdata;
            wtrans_strb <= wstrb;
            wready_r    <= 0;
        end else if (wready_r == 0) begin
            wready_r    <= 1;
        end
    end
end
wire [3:0] strb_excepted =  REG_WIDTH == 4 ? 4'b1111 :
                            REG_WIDTH == 3 ? 4'b0111 :
                            REG_WIDTH == 2 ? 4'b0011 :
                                             4'b0001 ;
localparam BRESP_OKAY   = 2'b00;
localparam BRESP_EXOKAY = 2'b01;
localparam BRESP_SLVERR = 2'b10;
localparam BRESP_DECERR = 2'b11;
reg bvalid_r;
assign bvalid = bvalid_r;
reg [1:0] bresp_r;
assign bresp = bresp_r;
always @(posedge aclk) begin
    if (!aresetn) begin
        bvalid_r    <= 1;
        bresp_r     <= BRESP_SLVERR;
    end else begin
        if (awready == 0 && wready == 0 && bready == 1) begin
            if (wtrans_addr[REG_NUMBER_WIDTH-1:0] < REG_NUMBER) begin 
                regfile[wtrans_addr[REG_NUMBER_WIDTH-1:0]] <= wtrans_data[REG_WIDTH*8-1:0];
                bresp_r     <= wtrans_strb == strb_excepted ? BRESP_OKAY : BRESP_SLVERR;
            end else begin
                bresp_r     <= BRESP_SLVERR;
            end
            bvalid_r    <= 0;
        end else if (bvalid == 0) begin
            bvalid_r    <= 1;
        end
    end
end
reg arready_r;
assign arready = arready_r;
reg [31:0] rtrans_addr;
reg [REG_WIDTH*8-1:0] read_data;
always @(posedge aclk) begin
    if (!aresetn) begin
        rtrans_addr <= 32'b0;
        arready_r   <= 1;
        read_data   <= {(REG_WIDTH*8){1'b0}};
    end else begin
        if (arvalid == 1 && arready == 1) begin
            rtrans_addr <= araddr;
            read_data   <= regfile[araddr[REG_NUMBER_WIDTH-1:0]];
            arready_r   <= 0;
        end else if (arready == 0) begin
            arready_r   <= 1;
        end
    end
end
reg rvalid_r;
assign rvalid = rvalid_r;
reg [1:0] rresp_r;
assign rresp = rresp_r;
reg [31:0] rdata_r;
assign rdata = rdata_r;
always @(posedge aclk) begin
    if (!aresetn) begin
        rvalid_r    <= 1;
        rresp_r     <= BRESP_SLVERR;
        rdata_r     <= 0;
    end else if (arready == 0 && rready == 1) begin
        if (rtrans_addr[REG_NUMBER_WIDTH-1:0] < REG_NUMBER) begin 
            rdata_r     <= regfile[wtrans_addr[REG_NUMBER_WIDTH-1:0]];
            rresp_r     <= BRESP_OKAY;
        end else begin
            rresp_r     <= BRESP_SLVERR;
        end
        rvalid_r    <= 0;
    end else if (rvalid == 0) begin
        rvalid_r    <= 1;
    end
end
endmodule
[flow/constraint.sdc]
current_design thcattus_simpleconf_axilite_slave

set clk_period 13.7
set clk_io_pct 0.2

create_clock -name clk0 -period $clk_period [get_ports {aclk}]

set non_clock_inputs [all_inputs -no_clocks]
set_input_delay [expr $clk_period * $clk_io_pct] -clock clk0 $non_clock_inputs
set_output_delay [expr $clk_period * $clk_io_pct] -clock clk0 [all_outputs]
[flow/run.sh]
#!/bin/bash
# OpenROAD 26Q1-2900-gdf79404cd8, Yosys 0.63+post, stock flow scripts
make -C /OpenROAD-flow-scripts/flow DESIGN_CONFIG=/design/flow/config.mk WORK_HOME=/design/flow/orfs finish
==> GITHUB_STEP_SUMMARY <==
## Synthesis and layout report

| Metric | Value |
|---|---|
| Critical path data arrival time | `~6.0 ns` |
| Worst path required time | `roughly 11 ns` |
| Clock tree sinks | `between 500 and 600` |
| Pins Over Slew Limit | `0` |
| Setup repair after global routing missed its margin | `no` |
| Via density per instance | `about 6.4` |
| Peak supply drop | `around 0.00010 V` |
| Clk_skew | `0.0126 ns` |
| Iter 0 DRT Violations | `925` |
| EDFF count, synth | `roughly 510` |
| Layout area overhead | `15.5%` |
| Registers, synthesis | `591` |
| Path class of the lowest-slack min-delay path | `reg2reg` |
| Die area | `0.0528 mm^2` |
| Cell types occupying the most area after synthesis | `edfxtp_1 (59%), mux4_2 (16%), mux2i_1 (7.4%)` |
| Die width | `230 um` |
| Number of port buffers | `121` |
| Outcome | `completed` |
| Share of synthesized registers carrying an async set or reset | `0%` |
| Post-synthesis cell count from yosys | `1,485` |
| Worst-case clock buffer depth | `3` |
| Number of instances in the synthesized netlist | `roughly 1,500` |
| Tightest Pin Transition | `approximately 0.86 ns` |
| Largest stage delay, worst path | `0.68 ns` |
| Cell repeated most along the worst path | `buf_4` |
| Register area | `between 0.015 and 0.02 mm^2` |
| Top-area cell type share of the netlist area | `roughly three fifths` |
| Maximum number of pins on one net before global-route repair | `just under 50` |
| Fill cell instance count of the final layout | `about 3,800` |
| Average detailed-routed wire length per instance | `30.3 um` |
| Number of violations of the max-capacitance limit | `0` |
| Startpoint of the tightest hold check path | `rresp_r[1]` |
| Most repeated cell in the gate-level netlist after synthesis | `edfxtp_1` |
| Commonest cells post-synth | `edfxtp_1 (512), mux2i_1 (193), mux4_2 (186), nand2_1 (85), dfxtp_1 (79)` |
| H-Tree Level Count | `2` |
| Cells traversed along the worst timing path | `clkbuf_8, buf_4, buf_4, mux4_1, mux4_2, clkdlybuf4s50_1` |
| Comb area | `about 0.0086 mm^2` |
| Placement row count | `about 83` |
| Synth Seq Share | `about two thirds` |
| Class of the most critical setup path | `in2out` |
| Core Util at FP | `between 50% and 60%` |
| Global placer's final weighted congestion | `0.875` |
| Power per cell area | `between 100 and 150 mW/mm^2` |
| Critical path peak fanout | `between 40 and 50` |
| Library cell contributing the largest single delay on the critical path | `buf_4` |
| Number of design rule violations left after detail routing | `0` |
| Clock insertion delay at the later pin of the skew report | `0.63 ns` |
| Worst flop-to-flop path startpoint | `awready_r` |
| Ant. Diodes | `0` |
| Post-CTS Hold Buffers | `0` |
| Global-route wire length before repair | `103 mm` |
| TritonCTS buffer count | `about 60` |
| Total power draw | `roughly 0.0039 W` |
| Iteration tally of the first detailed-router pass | `5` |
| Ratio of cells with drive above 1 in the final layout | `21.6%` |
| Count of unique library cells instantiated by Yosys | `30` |
| Routed wire length | `between 70 and 80 mm` |
| Library cell with the largest summed area after synthesis | `edfxtp_1` |
| Final setup violation count | `0` |
| Main flop type after synthesis | `edfxtp_1` |
| Crit path time final | `a little under 9 ns` |
| Endpoints failing hold | `0` |
| Chip Area, Yosys | `about 0.026 mm^2` |
| Area of the mapped netlist | `approximately 0.026 mm^2` |
| Endpoint kind of the worst setup timing path | `output port` |
| Number of nets with antenna violations after routing | `0` |
| Cell leakage power | `around 9.7 nW` |
| Number of logged tool warnings | `92` |
| I/O Pins | `around 190` |
| Total core area | `just over 0.05 mm^2` |
| Mean area per synthesized cell | `approximately 17 um^2` |
| Number of global-route vias before repair | `16,343` |
| Warnings from Yosys | `1` |
| Clock-pin slew reported for the worst setup and hold paths after clock tree synthesis | `roughly 0.060 ns` |
| Setup bufs post-CTS | `0` |
| Number of antenna violations at the first check in global routing | `0` |
| Total number of vias | `14,962` |
| Total global routing overflow | `0` |
| Period utilisation layout | `63.9%` |
| Highest achievable clock rate | `between 0.1 and 0.15 GHz` |
| Half-perimeter wire length of the detailed placement result | `~39 mm` |
| CTS tree | `done` |
| Post-CTS resize count | `0` |
| Buffer type at the clock tree root | `clkbuf_16` |
| Category of the worst setup path launch point | `primary input` |
| Launching instance or port of the critical path | `regfile_sel[0]` |
| Max transition margin | `roughly 43%` |
| All-layer global routing usage | `a little under a third` |
| Final sum of negative setup slack | `0 ns` |
| Die Y-Extent | `roughly 230 um` |
[path summary, 6_finish.rpt]
kind / slack, ns / to / cells after the start
worst max register to register: 10.33 / regfile[14][25] / 5
worst min register to register: 0.46 / rresp_r[1] / 2
worst max-delay path: 4.95 / regfile_data[29] / 6
worst min-delay path: 0.46 / rresp_r[1] / 2
[routing by layer]
| layer | wire (um) | GRT usage (%) | vias to the layer above | share of wire, % |
|---|---|---|---|---|
| met2 | 32300 | 42.5 | 1097 | 46 |
| met4 | 2070 | 6.93 | 0 | 2.9 |
| li1 | - | - | 6368 | - |
| met5 | 0 | 1.01 | - | 0 |
| met3 | 12900 | 23.8 | 137 | 18 |
| met1 | 23300 | 40.2 | 7360 | 33 |
[state kept, by name (all words and copies together), names as in the netlist, 4 cells and up]
name	cells
rdata_r	32
regfile	512
wtrans_addr	4
wtrans_data	32
wtrans_strb	4
[critical path, delay by kind of cell]
kind                   cells  cell delay [ns]
muxes                      2             1.10
buffers and inverters      4             2.10
[layout make-up]
| cell class | count | share of cell area [%] |
|---|---|---|
| Tap cell | 680 | 2.84 |
| Inverter | 2 | 0.0250 |
| Clock inverter | 27 | 1.03 |
| Sequential cell | 591 | 56.6 |
| Timing Repair Buffer | 169 | 5.19 |
| Clock buffer | 88 | 5.80 |
| Multi-Input combinational cell | 774 | 28.5 |
[cells by family (layout without fill, tap and decap cells)]
group / count (synthesis) / count (layout) / synth area share (%)
other: 1 / 2 / 0.0144
AND/OR/NAND/NOR: 154 / 154 / 2.43
multiplexers: 385 / 385 / 24.2
AND-OR/OR-AND: 233 / 233 / 5.80
buffers and inverters: 121 / 286 / 2.24
flip-flops: 591 / 591 / 65.3
[stage by stage]
stage	worst slack, ns	utilization (%)	std cells	hold slack [ns]	instance area [um^2]
finish	4.95	58.5	2331	0.465	30000
global placement	4.86	54.5	2216	0.453	27900
floorplan	6.86	-	1486	0.383	26000
global route	4.67	58.5	2331	0.481	30000
detailed placement	4.85	54.5	2216	0.458	27900
CTS	4.85	58.5	2331	0.469	30000
[cell usage in the layout (no fill, tap or decap), drive strengths merged, types with 4 or more instances in the layout]
master         instances
clkinv                17
clkbuf                89
mux4                 192
clkdlybuf4s50        116
nor3                   4
nor2                  45
bufinv                 7
edfxtp               512
mux2i                193
buf                   52
nand2                 85
dfxtp                 79
nand3                  7
a221oi                32
a31oi                 32
o21ai                 65
a21boi                40
inv                    4
o22ai                 64
[report_power, final]
| group | total, W | switching, W | leakage [nW] | internal (W) |
|---|---|---|---|---|
| logic | 0.000244 | 0.000119 | 2.99 | 0.000125 |
| clock network | 0.00167 | 0.000668 | 1.00 | 0.00101 |
| registers | 0.00200 | 0.0000337 | 5.74 | 0.00197 |
| total | 0.00392 | 0.000821 | 9.73 | 0.00310 |
No activity file was given, so power comes from the tool's default toggle rates.
